<file path="flow/design.v">
module mult_top (
	input	logic	[7:0]	in_a ,
	input	logic	[7:0]	in_b ,
	input	logic			mode,
	output 	logic	[7:0]	res  
);
localparam ZERO = 8'b00000000 ; 
localparam BIAS = 3'b011 ; 
logic		sign_a	; 
logic [2:0] exp_a	; 
logic [3:0] mant_a 	; 
logic		sign_b 	; 
logic [2:0] exp_b 	; 
logic [3:0] mant_b 	; 
logic		sign_res; 
logic [2:0] exp_res ; 
logic [3:0]	mant_res; 
logic [7:0] temp_res;
logic [3:0] exp_sum	 ;
logic [9:0] mant_prod;
logic [9:0] shifted_prod ; 
logic [3:0] adjusted_exp ; 
logic [2:0] denormalization ; 
logic [2:0] cap;
assign sign_a = in_a[7] ; 
assign exp_a = in_a[6:4] ;
assign mant_a = in_a[3:0] ;  
assign sign_b = in_b[7] ; 
assign exp_b = in_b[6:4] ;
assign mant_b = in_b[3:0] ;  
assign denormalization = ((exp_a==3'b000)||(exp_b==3'b000)) ? 3'b001 : 3'b000 ; 
assign exp_sum = {1'b0,exp_a} + {1'b0,exp_b} ; 
assign cap = (exp_sum>3'b111) ? 3'b111 : 3'b000 ; 
always_comb begin
	if ( (exp_a==3'b000) && (exp_b==3'b000) )
		mant_prod = {1'b0,mant_a}*{1'b0,mant_b} ; 
	else if (exp_a==3'b000)
		mant_prod = {1'b0,mant_a}*{1'b1,mant_b} ; 
	else if (exp_b==3'b000) 
		mant_prod = {1'b1,mant_a}*{1'b0,mant_b} ; 
	else
		mant_prod = {1'b1,mant_a}*{1'b1,mant_b} ; 
end
always_comb begin
	if ( (exp_a==3'b000) && (exp_b==3'b000) ) begin
		shifted_prod = (mant_prod>>2) ; 
		adjusted_exp = exp_sum ; 
	end
	else begin
		if (mant_prod[9]) begin
			shifted_prod = (mant_prod>>1) ; 
			adjusted_exp = exp_sum + 3'b001 - BIAS + denormalization; 
		end
		else begin
			if (mant_prod[8]) begin 
				shifted_prod = mant_prod ; 
				adjusted_exp = exp_sum - BIAS ; 
			end
			else begin
				if (mant_prod[7]) begin
					shifted_prod = (mant_prod<<1) ; 
					adjusted_exp = exp_sum - 3'b001 - BIAS + denormalization; 
				end
				else begin
					if (mant_prod[6]) begin
						shifted_prod = (mant_prod<<2) ; 
						adjusted_exp = exp_sum - 3'b010 - BIAS+ denormalization; 
					end
					else begin
						if (mant_prod[5]) begin
							shifted_prod = (mant_prod<<3) ; 
							adjusted_exp = exp_sum - 3'b011 - BIAS+ denormalization; 
						end
						else begin
							if (mant_prod[4]) begin
								shifted_prod = (mant_prod<<4) ; 
								adjusted_exp = exp_sum - 3'b100 - BIAS+ denormalization; 
							end
							else begin
								if (mant_prod[3]) begin
									shifted_prod = (mant_prod<<5) ; 
									adjusted_exp = exp_sum - 3'b101 - BIAS+ denormalization; 
								end
								else begin
									if (mant_prod[2]) begin
										shifted_prod = (mant_prod<<6) ; 
										adjusted_exp = exp_sum - 3'b110 - BIAS+ denormalization;
									end
									else begin
										shifted_prod = (mant_prod<<7) ; 
										adjusted_exp = exp_sum - 3'b111 - BIAS+ denormalization;
									end
								end
							end
						end
					end
				end
			end
		end
	end
end
assign sign_res = sign_a^sign_b ; 
assign exp_res = (adjusted_exp > 3'b111) ? cap : adjusted_exp ; 
assign mant_res = ((adjusted_exp > 3'b111)&&(exp_sum>3'b111)) ? 4'b0000 : shifted_prod[7:4] ; 
assign temp_res = (mode) ? (in_a*in_b) : {sign_res, exp_res, mant_res} ; 
assign res = ((in_a==ZERO)||(in_b==ZERO)) ? ZERO : temp_res ; 
endmodule
</file>
<file path="flow/run.sh">
#!/bin/bash
# OpenROAD 26Q1-2900-gdf79404cd8, Yosys 0.63+post, stock flow scripts
make -C /OpenROAD-flow-scripts/flow DESIGN_CONFIG=/design/flow/config.mk WORK_HOME=/design/flow/orfs finish
</file>
<file path="flow/config.mk">
export PLATFORM = sky130hd
export DESIGN_NAME = mult_top
export DESIGN_NICKNAME = mult_top
export VERILOG_FILES = /design/flow/design.v
export SDC_FILE = /design/flow/constraint.sdc
export NUM_CORES = 4
export LEC_CHECK = 1
export CORE_UTILIZATION = 40
</file>
<file path="flow/constraint.sdc">
current_design mult_top

set clk_period 10.3
set clk_io_pct 0.2

create_clock -name clk0 -period $clk_period

set non_clock_inputs [all_inputs -no_clocks]
set_input_delay [expr $clk_period * $clk_io_pct] -clock clk0 $non_clock_inputs
set_output_delay [expr $clk_period * $clk_io_pct] -clock clk0 [all_outputs]
</file>
==> results.yml <==
# flow metrics
layout:
  area_growth_pct: 9.81
  flop_area_um2: 0
  final_core_util_pct: 45.1
  seq_cell_count: 0
  nFillCells: 1004
  drive_gt1_share_pct: 4.34
  nClkBuffers: 0
  layout.cells.non_filler: 686
hold_path:
  whs_path_depth: 5
  hold_path_class: "in -> out"
global_route:
  grt_pass1_vias: 3731
  antenna_found_initial: 0
  grt_pass1_wl_um: 19400
  track_usage_pct: 24.3
  grt_max_degree: 17
  grt.overflow.total: 0
yosys:
  yosys_area_um2: 4020
  postSynthSeqShare_pct: 0
  yosysUniqueCellTypes: 60
  yosys_cells: 538
  syn_area_per_cell_um2: 7.47
  netlist_instances: 538
  ys_warn_count: 1
  syn_area_um2: 4020
sta:
  period_used_pct: 96.0
  slew_viol_final: 0
  holdWs_ps: 5260
  final_hold_viol_count: 0
  rsz0062_at_grt: "false"
  finalSetupTns_ps: 0
  tightest_slew_ps: 618
  setup_viol: 0
  max_freq_ghz: 0.101
  fin_crit_ps: 9890
  slew_headroom_pct: 58.5
route:
  dr.pass1.iters: 5
  drtAntennaViolNets: 0
  antennaDiodeCount: 0
  viasPerCell: 5.77
  wl_um: 11900
  drc: 0
  drtIter0Drc: 295
  wl_per_cell_um: 17.4
  vias: 3955
pwr:
  p_leak_nw: 2.09
  vdd_drop_max_uv: 67.5
  power_density_nw_per_um2: 131
die:
  die_w_um: 102
  fp.dieH_um: 102
  die-area_um2: 10500
  io_pins: 25
  fp.coreArea_um2: 9770
  fp_util_pct: 41.1
  rows: 36
place:
  io_buffers: 25
  place_congestion: 1.00
  placed_cells: 686
  dp_hpwl_um: 9940
critical_path:
  cp_data_required_time_ps: 8240
  crit_path_end_kind: "output port"
  crit_path_start_kind: "primary input"
  crit_arrival_ps: 7830
  worstSetupPathType: "in -> out"
  crit_fanout: 12
  endpoint: "res[5]"
  cp-startpoint: "in_b[3]"
outcome:
  status: "finished, final reports clean"
clock_tree:
  cts_resized: 0
  cts_setup_buffers: 0
  cts_hold_buffers: 0
job:
  warning_count: 39
  max_cap_viol_count: 0
==> per-layer routing <==
metal / global-route usage, % / share of wire, %
met5: 0 / 0
met3: 1.88 / 5.3
met4: 2.53 / 1.2
met1: 37.2 / 48
met2: 39.0 / 45
==> worst max-delay path, stage by stage <==
cell and delay [ps]:
clkdlybuf4s50_1 550, buf_4 230, nand2_1 110, inv_1 140
fa_1 580, inv_1 70, fa_1 490, inv_1 40
ha_1 280, ha_1 290, or2_2 340, o221ai_1 210
mux2i_1 210, a31o_1 190, and2_1 430, o21ai_0 240
nor3_1 260, a211o_1 260, nor3_1 80, a311oi_1 250
clkdlybuf4s50_1 500
==> kinds of logic after synthesis <==
group                      Yosys count  synth area share [%]
and+or+nand+nor                    169                  20.5
AOI/OAI and AO/OA                  141                  24.5
adders and majority gates           98                  36.1
buffers and inverters               88                  8.87
xor gates and xnor gates            27                  5.88
muxes                               15                  4.14
==> how the worst min path moves through the flow <==
stage / start / slack [ps] / endpoint
6_report: in_b[7] / 5260 / res[7]
5_1_grt: in_b[7] / 5350 / res[7]
4_1_cts: in_b[7] / 5260 / res[7]
==> area by class of cell <==
type / instances / area, um2 / share of cell area, %
multi-input combinational: 450 / 3660 / 83.0
timing repair buffer: 36 / 333 / 7.54
inverter: 67 / 251 / 5.70
tap: 133 / 166 / 3.77
==> stage by stage <==
stage | area (um2) | total power [mW] | worst slack [ps]
finish | 4410 | 0.579 | 410
global route | 4410 | 0.643 | 150
CTS | 4410 | 0.572 | 403
detailed placement | 4410 | 0.568 | 402
global placement | 4410 | 0.567 | 524
floorplan | 4020 | 0.411 | 1960
==> Yosys cell counts (4+ instances only) <==
cell type,n,area [um2]
fa_1,30,601
inv_1,67,251
nor3b_1,4,30.0
clkbuf_1,15,56.3
nand3_1,9,45.0
o221ai_1,4,35.0
a211oi_1,14,105
a21o_1,8,60.1
ha_1,68,851
nand2b_1,5,31.3
o22ai_1,5,31.3
nor3_1,16,80.1
nor2b_1,4,25.0
o31ai_1,7,52.6
and3_1,4,25.0
o21a_1,5,37.5
a21oi_1,26,130
nor2_1,39,146
and2_1,15,93.8
or3_1,4,25.0
a211o_1,7,61.3
xor2_1,7,61.3
a31oi_1,5,31.3
nand2_1,53,199
o21ai_0,24,120
mux2i_1,11,110
xnor2_1,20,175
==> cell usage in the layout (no fill, tap or decap), types with 8 or more instances in the layout <==
cell	instances
ha_1	68
inv_1	67
nand2_1	53
nor2_1	39
fa_1	30
a21oi_1	26
clkdlybuf4s50_1	25
o21ai_0	24
xnor2_1	20
nor3_1	16
and2_1	15
a211oi_1	14
mux2i_1	11
buf_4	11
nand3_1	9
a21o_1	8
==> report_power, final <==
group,internal (mW),switching (mW)
clock network,0,0
registers,0,0
logic,0.254,0.326
Power and IR drop assume default switching activity.
