<file path="flow/design.v">
module addr_top (
	input	logic	[7:0]	in_a ,
	input	logic	[7:0]	in_b ,
	input	logic			mode , 
	output 	logic	[7:0]	res  
);
localparam ZERO = 8'b00000000 ; 
logic [2:0] exp_a ; 
logic [2:0] exp_b ; 
logic [2:0] exp_res ; 
logic		sign_res ; 
logic [3:0]	mant_res ; 
logic [2:0]	exp_diff_norm ; 
logic [1:0]	exp_diff_sign ; 
logic [3:0]	exp_diff ; 
logic [7:0] res_n_zero ; 
logic		is_zero ; 
logic			zero ; 
assign exp_a = in_a[6:4] ; 
assign exp_b = in_b[6:4] ; 
assign res_n_zero = (mode) ? (in_a + in_b) : {sign_res,exp_res,mant_res} ; 
assign is_zero = ((zero)||((in_a==ZERO)&&(in_b==ZERO))) ; 
assign res = (is_zero) ? ZERO : res_n_zero ; 
synth_part 	get_mant (	.in_a(in_a),
						.in_b(in_b),
						.zero(zero),
						.exp_diff_norm(exp_diff_norm),
						.exp_diff_sign(exp_diff_sign),
						.exp_diff(exp_diff),
						.sign_res(sign_res),
						.mant_res(mant_res) 
						); 
exp_part 	get_exp	 (	.exp_a(exp_a),
						.exp_b(exp_b),
						.exp_diff_norm(exp_diff_norm),
						.exp_diff_sign(exp_diff_sign),
						.exp_diff(exp_diff),
						.exp_res(exp_res)
						); 
endmodule
module big_small (
	input	logic	[3:0]	mant_a,
	input	logic	[3:0]	mant_b,
	input	logic	[3:0]	exp_diff,
	input	logic			exp_diff_sig,
	input	logic			mant_diff_sig,
	output	logic	[3:0]	big_mant,
	output	logic	[3:0]	small_mant
);
always@(mant_a or mant_b or exp_diff or exp_diff_sig or mant_diff_sig ) begin
	if (exp_diff==4'b0000) begin
		big_mant <= mant_diff_sig ? mant_b : mant_a ; 
		small_mant <= mant_diff_sig ? mant_a : mant_b ; 
	end
	else begin
		big_mant <= exp_diff_sig ? mant_b : mant_a ; 
		small_mant <= exp_diff_sig ? mant_a : mant_b ;
	end
end
endmodule
module exp_part (
	input	logic	[2:0]	exp_a,
	input	logic	[2:0]	exp_b,
	input	logic	[2:0]	exp_diff_norm,
	input	logic	[1:0]	exp_diff_sign,
	output	logic	[3:0]	exp_diff,
	output	logic	[2:0]	exp_res
);
logic exp_diff_sig ; 
logic [2:0] temp_exp_res ; 
reg [2:0]	exp_res;
assign exp_diff = exp_a - exp_b ;
assign exp_diff_sig = exp_diff[3] ; 
assign temp_exp_res = exp_diff_sig ? exp_b : exp_a ; 
always@(exp_diff_norm or exp_diff_sign or temp_exp_res) begin
	if(exp_diff_sign[1])
		exp_res <= temp_exp_res - exp_diff_norm ; 
	else
		exp_res <= temp_exp_res + exp_diff_norm ; 
end
endmodule
module final_sign (
	input	logic			exp_diff_sig,
	input	logic			mant_diff_sig,
	input	logic	[3:0]	exp_diff,
	input	logic			sign_a,
	input	logic			sign_b,
	output	logic			sign_res
);
always@(exp_diff_sig or mant_diff_sig or exp_diff or sign_a or sign_b ) begin
	if(exp_diff_sig)
		sign_res <= sign_b ; 
	else begin
		if (exp_diff==4'b0000) begin
			if(mant_diff_sig)
				sign_res <= sign_b ; 
			else
				sign_res <= sign_a ; 
		end
		else
			sign_res <= sign_a ; 
	end
end
endmodule
module normalize (
	input	logic	[5:0]	in_mant,
	output	logic	[3:0]	out_mant,
	output	logic	[1:0]	exp_diff_sign,
	output	logic	[2:0]	exp_diff_norm
);
always@(in_mant) begin
	if(in_mant[5]) begin
		out_mant <= in_mant[4:1] ; 
		exp_diff_norm <= 3'b001 ; 
		exp_diff_sign <= 2'b01 ;
	end
	else if (in_mant[4]) begin
		out_mant <= in_mant[3:0] ; 
		exp_diff_norm <= 3'b000 ; 
		exp_diff_sign <= 2'b01 ;
	end
	else if (in_mant[3]) begin
		out_mant <= {in_mant[2:0],1'b0} ; 
		exp_diff_norm <= 3'b001 ; 
		exp_diff_sign <= 2'b10 ;
	end
	else if (in_mant[2]) begin
		out_mant <= {in_mant[1:0],2'b00} ; 
		exp_diff_norm <= 3'b010 ; 
		exp_diff_sign <= 2'b10 ;
	end
	else if (in_mant[1]) begin
		out_mant <= {in_mant[0],3'b000} ; 
		exp_diff_norm <= 3'b011 ; 
		exp_diff_sign <= 2'b10 ;
	end
	else if (in_mant[0]) begin
		out_mant <= 4'b0000 ; 
		exp_diff_norm <= 3'b100 ; 
		exp_diff_sign <= 2'b10 ;
	end
	else begin
		out_mant <= in_mant ; 
		exp_diff_norm <= 3'b001 ; 
		exp_diff_sign <= 2'b01 ;
	end
end
endmodule
module right_shifter (
	input	logic	[3:0]	small_mant,
	input	logic	[2:0]	shift_amount,
	output	logic	[5:0]	shifted_mant
);
always@(small_mant or shift_amount) begin
	case (shift_amount) 
		3'b000: shifted_mant <= {2'b01,small_mant[3:0]} ; 
		3'b001: shifted_mant <= {3'b001,small_mant[3:1]} ; 
		3'b010: shifted_mant <= {4'b0001,small_mant[3:2]} ; 
		3'b011: shifted_mant <= {5'b00001,small_mant[3]} ; 
		3'b100: shifted_mant <=  6'b000000 ; 
		default: shifted_mant <= 6'b000000 ; 
	endcase
end
endmodule
module synth_part (
	input	logic [3:0]	exp_diff,
	input	logic [7:0]	in_a,
	input	logic [7:0]	in_b,
	output	logic 		zero,
	output	logic 		sign_res,
	output	logic [3:0]	mant_res,
	output	logic [2:0]	exp_diff_norm,
	output	logic [1:0]	exp_diff_sign
);
logic			sign_a ; 
logic			sign_b ; 
logic			temp_sign ; 
logic	[3:0]	mant_a ; 
logic	[3:0]	mant_b ; 
logic	[5:0]	temp_mant_res ; 
logic			exp_diff_sig ; 
logic	[4:0]	mant_diff ; 
logic			mant_diff_sig ; 
logic	[3:0]	small_mant ; 
logic	[2:0]	shift_amount ; 
logic	[5:0]	shifted_mant ;
logic	[3:0]	big_mant ; 
logic			temp_sign_b ;
logic	[5:0]	twos_small_mant ;
assign sign_a = in_a[7] ; 
assign sign_b = in_b[7] ; 
assign mant_a = in_a[3:0] ; 
assign mant_b = in_b[3:0] ; 
assign exp_diff_sig = exp_diff[3] ; 
assign mant_diff = mant_a - mant_b ; 
assign mant_diff_sig = mant_diff[4] ; 
big_small mants (	.mant_a(mant_a),
					.mant_b(mant_b),
					.exp_diff(exp_diff),
					.exp_diff_sig(exp_diff_sig),
					.mant_diff_sig(mant_diff_sig),
					.big_mant(big_mant),
					.small_mant(small_mant)
				);
assign shift_amount = (exp_diff_sig) ? -(exp_diff[2:0]):exp_diff[2:0];
assign temp_sign = sign_b ; 
assign temp_sign_b = temp_sign ; 
right_shifter shift_mantissa (	.small_mant(small_mant),
								.shift_amount(shift_amount),
								.shifted_mant(shifted_mant)
							); 
twos_comp two_small_mant (	.sign_a(sign_a),
							.sign_b(sign_b),
							.shifted_mant(shifted_mant),
							.twos_small_mant(twos_small_mant)
						); 
assign temp_mant_res = {1'b1,big_mant} + twos_small_mant ; 
zero_detect zero_find (	.sign_a(sign_a),
						.sign_b(sign_b),
						.exp_diff(exp_diff),
						.mant_diff(mant_diff),
						.zero(zero)
					) ; 
normalize normal (	.in_mant(temp_mant_res),
					.out_mant(mant_res),
					.exp_diff_norm(exp_diff_norm),
					.exp_diff_sign(exp_diff_sign)
				) ;
final_sign sign_find (	.exp_diff_sig(exp_diff_sig),
						.mant_diff_sig(mant_diff_sig),
						.exp_diff(exp_diff),
						.sign_a(sign_a),
						.sign_b(temp_sign_b),
						.sign_res(sign_res)
					) ; 
endmodule
module twos_comp (
	input	logic			sign_a,
	input	logic			sign_b,
	input	logic	[5:0]	shifted_mant,
	output	logic	[5:0]	twos_small_mant
);
assign twos_small_mant = ((sign_a^sign_b)^(1'b0)) ? -(shifted_mant) : shifted_mant ; 
endmodule
module zero_detect (
	input	logic			sign_a,
	input	logic			sign_b,
	input	logic	[3:0]	exp_diff,
	input	logic	[4:0]	mant_diff,
	output	logic			zero
);
always@(sign_a or sign_b or exp_diff or mant_diff) begin
	if((sign_a!=sign_b)&&(exp_diff==4'b0000)&&(mant_diff==5'b00000))
		zero <= 1'b1 ; 
	else
		zero <= 1'b0 ; 
end
endmodule
</file>
<file path="flow/run.sh">
#!/bin/bash
# OpenROAD 26Q1-2900-gdf79404cd8, Yosys 0.63+post, stock flow scripts
make -C /OpenROAD-flow-scripts/flow DESIGN_CONFIG=/design/flow/config.mk WORK_HOME=/design/flow/orfs finish
</file>
<file path="flow/config.mk">
export PLATFORM = sky130hd
export DESIGN_NAME = addr_top
export DESIGN_NICKNAME = addr_top
export VERILOG_FILES = /design/flow/design.v
export SDC_FILE = /design/flow/constraint.sdc
export NUM_CORES = 4
export LEC_CHECK = 1
export CORE_AREA = 10 10 102 102
export DIE_AREA = 0 0 112 112
</file>
<file path="flow/constraint.sdc">
current_design addr_top

set clk_period 11.6
set clk_io_pct 0.2

create_clock -name clk0 -period $clk_period

set non_clock_inputs [all_inputs -no_clocks]
set_input_delay [expr $clk_period * $clk_io_pct] -clock clk0 $non_clock_inputs
set_output_delay [expr $clk_period * $clk_io_pct] -clock clk0 [all_outputs]
</file>
==> metrics.csv <==
metric,value,unit
startpoint_type,input pin,
p_per_area,165,nW/um^2
common_cells,"inv_1, ha_1, nor2_1",
drive_gt1_share,19.2,%
nFlopsAndLatches,0,
ys_cells,239,
ant_nets,0,
synth.avg_cell_area,7.39,sq um
dp_hpwl,4440,um
worst_ep_arrival_time,8.85,ns
fp_util,21.5,%
setup_viol,0,
io_buffers,25,
area_leaders,"ha_1, fa_1, inv_1, nor2_1, a21oi_1",
rows,33,
p_leak,1.06,nW
die_w,112,um
dieHeight,112,um
yosysTopAreaCell,ha_1,
fillCellCount,866,
crit_top_cell,ha_1,
ys_types,64,
antenna_found_initial,0,
finalPower,390,uW
grt_pass1_vias,1751,
critical_path_required,9.28,ns
fmax,89.5,MHz
overflow,0,
critical-path-top-delay-family,adder cells,
viasPerCell,4.77,
die-area,12500,sq um
yosys.stat.chipArea,1770,sq um
dr.pass1.iters,4,
crit_type,input pin to primary output,
worst_slew_pin_slew,0.622,ns
vias,1840,
wl_per_cell,13.6,um
synth_area,1770,sq um
n_antenna_cell,0,
critPathSlowestCell,fa_2,
grt_start_max_net_pins,13,
grt_pass1_wl,8920,um
register_area,0,sq um
n_clock_buffer,0,
fin_tns_setup,0,ns
io_pins,25,
slew_headroom,58.2,%
yosys_warnings,6,
holdWs,5.88,ns
hold_path.class,input pin to primary output,
postSynthSeqShare,0,%
post-cts-setup-buffer-count,0,
drc,0,
slew_viol_final,0,
path_max_fanout,7,
drv_cap,0,
drt_iter0_markers,63,
openroad.warnings,41,
cp_slowest_stage_delay,0.57,ns
final.period_utilization,96.3,%
synth_dominant_cell_count,inv_1,
period_needed,11.17,ns
place.gp.congestion,0.924,
core_area,8220,sq um
hold_viol_final,0,
syn_to_final_growth,33.8,%
syn_inst,239,
grt_usage,8.16,%
timing.critical_path.buf_inv,4,
status,finished clean,
yosysTopAreaCellShare,17.0,%
ir_drop,0.0653,mV
routed_wl,5270,um
cp-end-kind,primary output,
-- repair_timing --
action / in CTS / in global routing
resized: 2 / 15
hold buffers: 0 / 0
pin swaps: 0 / 2
endpoints found under the setup margin: 1 / 1
-- kinds of logic (layout without fill, tap and decap cells) --
group           Yosys count  count (layout)  share of synthesized area (%)
compound gates           72              72                           28.4
xor+xnor                 17              17                           10.1
fa+ha+maj                29              29                           22.7
mux                      10              10                           6.02
simple gates             78              78                           24.9
buf+inv                  33              75                           7.86
-- worst paths after layout --
kind | startpoint | end | slack [ns] | cells after the start
hold / removal | in_b[0] | res[0] | 5.88 | 5
setup / recovery | in_a[4] | res[6] | 0.43 | 31
-- report_power, final --
part	leakage (nW)	total [mW]	switching (mW)	internal (mW)
Sequential	0	0	0	0
Clock	0	0	0	0
Combinational	1.06	0.390	0.194	0.196
Total	1.06	0.390	0.194	0.196
-- routing by layer --
metal | track usage (%) | wire, um | vias up | part of all wire [%]
li1 | - | - | 957 | -
met1 | 12.2 | 2840 | 854 | 54
met2 | 12.8 | 2240 | 27 | 43
met3 | 0.869 | 170 | 2 | 3.2
met4 | 0.338 | 17 | 0 | 0.32
met5 | 0 | 0 | - | 0
-- stage by stage --
step                      setup slack (ns)  utilization, %  area (sq um)  cells
after floorplan                      0.931               -          1770    239
after global placement               0.119            27.9          2290    386
after detailed placement          -0.00751            27.9          2290    386
after CTS                           0.0627            27.9          2290    386
after global routing             -0.000109            28.8          2360    386
final                                0.426            28.8          2360    386
-- cells in the final DEF (no fill, tap or decap), types with 4 or more instances in the layout --
master,n
o21ai_0,10
a21oi_1,13
clkdlybuf4s50_1,25
buf_4,23
inv_1,26
o211ai_1,4
xor2_1,7
ha_1,21
a21o_1,6
nand2_1,17
nor4_1,4
xnor2_1,7
mux2i_1,7
fa_1,4
nor3_1,4
nor2_1,23
-- final cells by class --
| type | instances | area, sq um | share of cell area [%] |
|---|---|---|---|
| inverter | 27 | 101 | 4.29 |
| timing repair buffer | 48 | 423 | 17.9 |
| tap | 105 | 131 | 5.56 |
| multi-input combinational | 206 | 1710 | 72.3 |
Power is estimated from default activity; no workload was simulated.
