File: ./config.mk
export PLATFORM = sky130hd
export DESIGN_NAME = deserializer
export DESIGN_NICKNAME = deserializer
export VERILOG_FILES = /design/flow/design.v
export SDC_FILE = /design/flow/constraint.sdc
export NUM_CORES = 4
export LEC_CHECK = 1
export CORE_UTILIZATION = 30
File: ./constraint.sdc
current_design deserializer

set clk_period 3.2
set clk_io_pct 0.2

create_clock -name clk0 -period $clk_period [get_ports {clk}]

set non_clock_inputs [all_inputs -no_clocks]
set_input_delay [expr $clk_period * $clk_io_pct] -clock clk0 $non_clock_inputs
set_output_delay [expr $clk_period * $clk_io_pct] -clock clk0 [all_outputs]
File: ./design.v
module deserializer #(ELEMENT_BITS = 8, FEATURES = 4, FEATURE_BITS = 4, M = 4'b1001) (
	input  logic							 clk,
	input  logic							 reset_n,
	input  logic							 start,
	input  logic [ELEMENT_BITS-1:0]          serial_data_in,
	output logic [ELEMENT_BITS*FEATURES-1:0] parallel_data_out_1,
	output logic [ELEMENT_BITS*FEATURES-1:0] parallel_data_out_2,
	output logic		                     done
);
localparam RDY = 2'b00;
localparam W1  = 2'b01;
localparam W2  = 2'b10;
localparam ONE  = {{FEATURE_BITS-1{1'b0}},1'b1};
localparam ZERO = {FEATURE_BITS{1'b0}};
logic [FEATURE_BITS-1:0]	count ; 
logic [1:0]				 	write_mode ; 
logic [2*FEATURE_BITS-1:0]	index_first ; 
logic [FEATURE_BITS-1:0]	count_lim ; 
assign count_lim = (M>>1) - ONE ;  
assign index_first = ((count)<<(FEATURE_BITS-1)) ; 
always_ff @(posedge clk or negedge reset_n) begin
	if (!reset_n)
		count <= #1 ZERO ; 
	else begin 
		if ( count == count_lim )
			count <= #1 ZERO ; 
		else if (write_mode!=RDY)
			count <= #1 count + ONE ; 
		else
			count <= #1 ZERO ; 
	end
end
always_ff @(posedge clk or negedge reset_n) begin
	if (!reset_n)
		write_mode <= #1 RDY ; 
	else begin
		if(write_mode==RDY&&start)
			write_mode <= #1 W1 ; 
		else if ( ( count == count_lim ) && ( write_mode == W2 ) )
			write_mode <= #1 RDY ; 
		else if ( count == count_lim )
			write_mode <= #1 write_mode + 2'b01 ; 
		else
			write_mode <= #1 write_mode ; 
	end
end
always_ff @(posedge clk or negedge reset_n) begin
	if (!reset_n)
		done <= #1 1'b0 ; 
	else begin 
		if ( (write_mode==W2)&& ( count == count_lim ) )
			done <= #1 1'b1 ; 
		else 
			done <= #1 done ; 
	end
end
always_ff @(posedge clk or negedge reset_n) begin
	if (!reset_n)
		parallel_data_out_1 <= #1 {FEATURES*ELEMENT_BITS{1'b0}} ;  
	else begin
		if(write_mode==W1)
			parallel_data_out_1[index_first +: ELEMENT_BITS] <= #1 serial_data_in ; 
		else 
			parallel_data_out_1 <= #1 parallel_data_out_1 ; 
	end
end
always_ff @(posedge clk or negedge reset_n) begin
	if (!reset_n)
		parallel_data_out_2 <= #1 {FEATURES*ELEMENT_BITS{1'b0}} ;  
	else begin
		if(write_mode==W2)
			parallel_data_out_2[index_first +: ELEMENT_BITS] <= #1 serial_data_in ; 
		else 
			parallel_data_out_2 <= #1 parallel_data_out_2 ; 
	end
end
endmodule
File: ./run.sh
#!/bin/bash
# OpenROAD 26Q1-2900-gdf79404cd8, Yosys 0.63+post, stock flow scripts
make -C /OpenROAD-flow-scripts/flow DESIGN_CONFIG=/design/flow/config.mk WORK_HOME=/design/flow/orfs finish
==> results.json <==
{
  "drive_gt1_frac": 0.196,
  "max_cap_violations": 0,
  "placed_cells": 389,
  "power.density_nw_per_um2": 944,
  "grt_pass1_vias": 2111,
  "startpoint_type": "register",
  "grt_overflow": 0,
  "yosys_area_um2": 2850,
  "synth.distinct_cells": 30,
  "rsz0062_at_grt": "false",
  "status": "completed",
  "cts_max_path_buffers": 2,
  "fin_crit_ns": 2.76,
  "enable_flop_cells": 0,
  "post-route-drc-count": 0,
  "hold_class": "input port to async pin",
  "leakage_uw": 0.00163,
  "synthCells": 191,
  "slew_violations": 0,
  "drtIter0Drc": 170,
  "tightest_slew_ns": 0.657,
  "critPathRequiredTime_ns": 3.43,
  "warnings": 26,
  "yosysWarnings": 1,
  "async_reset_ff_frac": 1.00,
  "ant_nets": 0,
  "area_growth_pct": 37.7,
  "io_buffers": 75,
  "crit_path_end_kind": "register",
  "slew_headroom": 0.561,
  "routed_wl_um": 7140,
  "setup_tns_ns": 0,
  "synth_stat.cells": 191,
  "finalHoldViolations": 0,
  "dieArea_um2": 9910,
  "cts_setup_buffers": 0,
  "rows": 35,
  "cts_tree": "done",
  "first_pass_iters": 4,
  "grt_pass1_wl_um": 11500,
  "cts.sinks": 71,
  "dieHeight_um": 99.5,
  "via_count": 2000,
  "fmax_mhz": 362,
  "core_um2": 9240,
  "final_core_util": 0.425,
  "syn_area_um2": 2850,
  "arrival_ns": 2.99,
  "avgSynthCellArea_um2": 14.9,
  "fp_util": 0.309,
  "htreeDepth": 3,
  "dp_hpwl_um": 4770,
  "grt_util_all_layers": 0.156,
  "die_w_um": 99.5,
  "ys_seq_frac": 0.623,
  "reg2reg_depth": 5,
  "place_ws_ns": 0.448,
  "r2r_slack_ns": 0.44,
  "timing.rr.end": "parallel_data_out_2[22]",
  "antenna_cells": 0,
  "r2r-start": "count[2]",
  "root_buffer": "clkbuf_8",
  "ir_worst_vdd_uv": 328,
  "clkSlewWorstSetupHoldPaths_ns": 0.07,
  "hold_buffers": 0,
  "numCtsBuffers": 9,
  "antenna_found_initial": 0,
  "cts-resized-gates": 0,
  "most-common-layout-cells": "clkdlybuf4s50_1, dfrtp_1, mux2_2, a32o_1, clkbuf_8",
  "finalSetupViolations": 0,
  "detail_route.wl_per_cell_um": 17.6,
  "stdcell_count": 405,
  "gp_congestion": 0.848,
  "boundaryPins": 76,
  "grt_start_max_net_pins": 33,
  "setup_slack_ns": 0.440,
  "crit_fanout": 8,
  "synth_top_flop_cell": "dfrtp_1",
  "lay_top_count": "clkdlybuf4s50_1",
  "ys.flops": 71,
  "clock_latency_ns": 0.34,
  "avgViaCountPerCell": 4.94,
  "skew_ns": 0.00936,
  "path_class": "register to register",
  "finalClockPeriodUsage": 0.863,
  "num-fill-cells": 862
}
-- how the worst max path moves through the flow --
stage	startpoint	to	slack (ns)	cells past startpoint
after CTS	count[2]	parallel_data_out_1[21]	0.44	5
after global routing	count[2]	parallel_data_out_1[22]	0.31	5
final	count[2]	parallel_data_out_2[22]	0.44	5
-- worst max-delay path: stages (launching register included) --
cell and delay [ns]:
dfrtp_1 0.47, or3_1 0.41, ha_1 0.31, or3b_4 0.42, a2111oi_4 0.63, mux2_2 0.41
-- layout make-up --
type	count	area (um2)	share of cell area
timing repair buffer	78	768	0.196
inverter	3	11.3	0.00287
clock buffer	13	159	0.0404
sequential	71	1780	0.452
tap	129	161	0.0411
multi-input combinational	108	1030	0.263
clock inverter	3	17.5	0.00446
-- layer usage --
layer,up-vias,share of wire,GRT usage
met2,55,0.48,0.249
met3,12,0.052,0.0322
met4,0,0.018,0.0226
li1,906,-,-
met1,1027,0.45,0.233
met5,-,0,0
-- per-stage QoR --
step                      hold WS, ns  area, um2  power (uW)
after floorplan                 0.344       2850        2200
after CTS                       0.268       3930        3740
final                           0.267       3930        3710
after global routing            0.293       3930        3970
after global placement          0.477       3750        3070
after detailed placement        0.476       3750        3090
-- Yosys cell counts, types with 2 or more instances --
| library cell | n | area share |
|---|---|---|
| dfrtp_1 | 71 | 0.62 |
| a32o_1 | 32 | 0.11 |
| mux2_2 | 32 | 0.13 |
| clkbuf_1 | 8 | 0.011 |
| nor2_1 | 7 | 0.0092 |
| ha_1 | 3 | 0.013 |
| inv_1 | 3 | 0.0039 |
| nand3_1 | 3 | 0.0053 |
| nand3b_1 | 3 | 0.0079 |
| a2111oi_4 | 2 | 0.019 |
| mux2i_1 | 2 | 0.0070 |
| nand4_1 | 2 | 0.0044 |
| nor2b_1 | 2 | 0.0044 |
| nor3b_1 | 2 | 0.0053 |
| o21bai_1 | 2 | 0.0053 |
| xnor2_1 | 2 | 0.0061 |
| xor2_1 | 2 | 0.0061 |
-- power by group --
group / total (uW) / switching (uW) / internal (uW) / leakage [uW]
Combinational: 1550 / 569 / 978 / 0.000634
Clock: 637 / 315 / 322 / 0.0000894
Sequential: 1520 / 258 / 1270 / 0.000908
Total: 3710 / 1140 / 2570 / 0.00163
-- state kept, by name, indices dropped and copies added, names as in the netlist --
| signal | cells |
|---|---|
| done | 1 |
| parallel_data_out_1 | 32 |
| parallel_data_out_2 | 32 |
| count | 4 |
| write_mode | 2 |
-- cell families (layout without fill, tap and decap cells) --
kind of cell             Yosys count  count (layout)  synth area share
XOR/XNOR                           4               4            0.0123
buffers and inverters             12              97            0.0162
AND-OR/OR-AND                     38              38             0.141
AND/OR/NAND/NOR                   29              29            0.0614
multiplexers                      34              34             0.133
adder cells (fa/ha/maj)            3               3            0.0132
flip-flops                        71              71             0.623
Power is estimated from default activity; no workload was simulated.
